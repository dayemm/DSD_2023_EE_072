### constraint.sdc
current_design lab5

set clk_period 1.4
set clk_io_pct 0.2

create_clock -name clk0 -period $clk_period

set non_clock_inputs [all_inputs -no_clocks]
set_input_delay [expr $clk_period * $clk_io_pct] -clock clk0 $non_clock_inputs
set_output_delay [expr $clk_period * $clk_io_pct] -clock clk0 [all_outputs]
### config.mk
export PLATFORM = sky130hd
export DESIGN_NAME = lab5
export DESIGN_NICKNAME = lab5
export VERILOG_FILES = /design/flow/design.v
export SDC_FILE = /design/flow/constraint.sdc
export NUM_CORES = 4
export LEC_CHECK = 1
export CORE_AREA = 10 10 70 70
export DIE_AREA = 0 0 80 80
export SYNTH_HDL_FRONTEND = slang
### run.sh
#!/bin/bash
# OpenROAD 26Q1-2900-gdf79404cd8, Yosys 0.63+post, stock flow scripts
make -C /OpenROAD-flow-scripts/flow DESIGN_CONFIG=/design/flow/config.mk WORK_HOME=/design/flow/orfs finish
### design.v
module lab5(
    input logic [3:0] num,   
    input logic [2:0] sel,   
    output logic [7:0] seg,    
    output logic sega,
    output  logic segb,
    output  logic segc,
    output logic segd,
    output  logic sege,
    output  logic segf ,
    output logic segg
);
always_comb begin
    sega = (~num[3] & ~num[2] & ~num[1] & num[0]) | (~num[3] & num[2] & ~num[1] & ~num[0])|(num[3] & num[2] & ~num[1] & num[0])|(num[3] & ~num[2] & num[1] & num[0]);
    segb = (~num[3] & num[2] & ~num[1] & num[0]) | (num[2] & num[1] & ~num[0])|(num[3] & num[2] & ~num[0])|(num[3] & num[1] & num[0]);
    segc = (~num[3] & ~num[2] & num[1] & ~num[0]) | (num[3] & num[2] & num[1]) |(num[3] & num[2] & ~num[0]);
    segd = (~num[3] & ~num[2] & ~num[1] & num[0]) | (~num[3] & num[2] & ~num[1] & ~num[0])|(num[3] & ~num[2] & num[1] & ~num[0])|( num[2] & num[1] & num[0]);
    sege = (~num[3] & num[0]) | (~num[2] & ~num[1] & num[0])|(~num[3] & num[2] & ~num[1]);
    segf = (num[3] & num[2] & ~num[1] & num[0]) | (~num[3] & ~num[2] & num[0] )|(~num[3] & ~num[2] & num[1] )|(~num[3] & num[1] & num[0] );
    segg = (num[3] & num[2] & ~num[1] & ~num[0]) | (~num[3] & num[2] & num[1] & num[0])|(~num[3] & ~num[2] & ~num[1]);
end
always_comb begin
    seg[0]=sel[2]|sel[1]|sel[0];
    seg[1]=sel[2]|sel[1]| ~sel[0];
    seg[2]=sel[2]| ~sel[1]|sel[0];
    seg[3]=sel[2]| ~sel[1]|~sel[0];
    seg[4]=~sel[2]| sel[1]| sel[0];
    seg[5]=~sel[2]|sel[1]|~sel[0];
    seg[6]=~sel[2]|~sel[1]|sel[0];
    seg[7]=~sel[2]|~sel[1]|~sel[0];
end
endmodule
==> results.sh <==
# implementation run metrics
export IMPL_log_warning_count=34
export IMPL_wl_per_cell_um=10.3
export IMPL_grt_antenna_before_repair=0
export IMPL_violations_in_the_final_reports="setup timing"
export IMPL_count_of_vias_placed_by_the_detailed_router=469
export IMPL_final_area_um2=774
export IMPL_share_clk_of_total_power_pct=0
export IMPL_vdd_drop_max_mv=0.0702
export IMPL_drt_pre_antenna_iters=3
export IMPL_insertedDiodeCount=0
export IMPL_dp_cells=119
export IMPL_internal_power_mw=0.129
export IMPL_maximum_frequency_from_static_timing_analysis_mhz=682
export IMPL_initCoreUtil_pct=7.51
export IMPL_placed_area_um2=598
export IMPL_switching_share_pct=38.0
export IMPL_gp_congestion=0.651
export IMPL_drv_cap=0
export IMPL_design_die_area_mm2=0.00640
export IMPL_worstMarginPinSlew_ns=0.150
export IMPL_cp_data_arrival_time_ns=1.19
export IMPL_die_x_um=80
export IMPL_finalSetupTns_ns=-0.115
export IMPL_top_cells_by_count="6 x nand2_1, 4 x nand3_1, 4 x nand3b_1"
export IMPL_comb_power_share_pct=100.0
export IMPL_yosysCellCount=44
export IMPL_boundaryPins=22
export IMPL_number_of_antenna_violating_nets_in_the_routed_design=0
export IMPL_worstSetupStartpointType="primary input"
export IMPL_finalSetupViolCount=2
export IMPL_outcome="complete, but fails checks"
export IMPL_slowest_cell_delay_on_critical_path_ns=0.18
export IMPL_synth_chip_area_um2=256
export IMPL_p_sw_mw=0.0789
export IMPL_worst_hold_path_type="in -> out"
export IMPL_cts_hold_buf=0
export IMPL_yosys_cell_types_count=23
export IMPL_critical_path_buf_inv_count=5
export IMPL_synthToLayoutAreaGrowth_pct=202
export IMPL_critical_path_cell_chain="buf_8, buf_6, buf_12, buf_6, o21a_1, nor2_2, a31oi_4, buf_2"
export IMPL_report_final_hold_viol_count=0
export IMPL_flop_count=0
export IMPL_ys_warnings_count=0
export IMPL_rsz0062_at_grt="true"
export IMPL_top_area_cell="nand3b_1"
export IMPL_finalCritPeriodShare_pct=105
export IMPL_worstPathMaxFanout=4
export IMPL_number_of_cell_rows=21
export IMPL_final_setup_worst_slack_ns=-0.0668
export IMPL_die_height_um=80
export IMPL_number_of_global_route_vias_before_repair=455
export IMPL_worstPathRequired_ns=1.12
export IMPL_global_route_usage_total_pct=3.69
export IMPL_post_layout_nonfiller_instances=132
export IMPL_period_minus_slack_ns=1.47
export IMPL_drtIter0Drc=16
export IMPL_layout_drive_gt1_share_pct=64.0
export IMPL_path_delay_family="buffers and inverters"
export IMPL_portBuffers=22
export IMPL_globalRoute_totalOverflow=0
export IMPL_top_cells_by_area="nand3b_1 12%, nand2_1 8.8%, nand3_1 7.8%"
export IMPL_drt_vias_per_instance=3.55
export IMPL_seqPwrFrac_pct=0
export IMPL_cp_slowest_cell="o21a_1"
export IMPL_critPathMostFrequentCell="buf_6"
export IMPL_place_detailed_hpwl_um=913
export IMPL_final_util_pct=22.7
export IMPL_global_route_wire_length_before_repair_mm=2.01
export IMPL_core_area_mm2=0.00342
export IMPL_grt_max_degree=9
export IMPL_syn_area_per_cell_um2=5.83
export IMPL_critical_path_class="in -> out"
export IMPL_cp_end_kind="output pin"
export IMPL_fillCellCount=371
export IMPL_ys_seq_share_pct=0
export IMPL_power_density_mw_per_mm2=268
export IMPL_ff_latch_area_um2=0
export IMPL_post_synth_instance_area_um2=256
export IMPL_totalWireLength_mm=1.36
export IMPL_clock_buffers=0
export IMPL_synthMostInstantiatedCell="nand2_1"
export IMPL_netlist_area_leader_share_pct=11.7
export IMPL_p_leak_nw=0.336
export IMPL_netlist_instances=44
export IMPL_maxSlewHeadroom_pct=89.9
export IMPL_drc=0
export IMPL_timing_final_max_slew_violations=0
export IMPL_hold_slack_ns=0.860
## layout make-up
| type | count | area [um^2] | share of cell area, % |
|---|---|---|---|
| well taps | 46 | 57.6 | 7.43 |
| repair buffers | 46 | 388 | 50.1 |
| multi-input cells | 39 | 325 | 42.0 |
| inverters | 1 | 3.75 | 0.485 |
## cell usage in the layout (no fill, tap or decap), types with 2 or more instances in the layout
cell / netlist / layout
a31oi_4: 0 / 2
buf_2: 3 / 11
buf_4: 0 / 12
buf_6: 0 / 11
clkbuf_2: 0 / 2
clkdlybuf4s50_1: 0 / 2
dlygate4sd2_1: 0 / 5
nand2_1: 6 / 4
nand2_2: 0 / 2
nand3_1: 4 / 2
nand3_2: 0 / 2
nand3b_1: 4 / 4
o21ai_1: 2 / 3
or3b_2: 2 / 2
## final timing paths
kind / start / endpoint / slack, ns / cells after the start
worst max-delay path: num[1] / segb / -0.07 / 8
worst min-delay path: sel[2] / seg[2] / 0.86 / 3
## power groups by stage
stage | clock network, mW | registers, mW | logic, mW
after CTS | 0 | 0 | 0.178
after global routing | 0 | 0 | 0.226
final | 0 | 0 | 0.207
## tightest hold or removal path, delay by kind of cell
family / cells / cell delay, ns
buffers and inverters: 2 / 0.19
and+or+nand+nor: 1 / 0.11
## per-stage QoR
step | worst slack (ns) | power, mW
floorplan | 0.225 | 0.0504
global placement | -0.811 | 0.157
detailed placement | -0.847 | 0.158
CTS | -0.101 | 0.178
global route | -0.102 | 0.226
finish | -0.0668 | 0.207
## routing by layer
| layer | track usage [%] | share of wire [%] | up-vias | routed length, um |
|---|---|---|---|---|
| met5 | 0 | 0 | - | 0 |
| met4 | 0 | 0 | 0 | 0 |
| met3 | 1.93 | 12 | 0 | 165 |
| met2 | 5.62 | 41 | 16 | 563 |
| met1 | 4.81 | 46 | 210 | 632 |
| li1 | - | - | 243 | - |
## cells by family after synthesis
logic type                Yosys count  synth area share (%)
muxes                               1                  3.90
buffers and inverters               5                  8.78
xor gates and xnor gates            1                  3.42
AOI/OAI and AO/OA                   9                  20.5
and+or+nand+nor                    28                  63.4
## timing repair
| item | CTS | global route |
|---|---|---|
| resized | 73 | 17 |
| gates cloned | 3 | 0 |
| endpoints found under the setup margin | 15 | 7 |
| pin swaps | 10 | 6 |
| buffers inserted | 9 | 2 |
No activity file was given, so power comes from the tool's default toggle rates.
