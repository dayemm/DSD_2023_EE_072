<file path="config.mk">
export PLATFORM = sky130hd
export DESIGN_NAME = lab7
export DESIGN_NICKNAME = lab7
export VERILOG_FILES = /design/flow/design.v
export SDC_FILE = /design/flow/constraint.sdc
export NUM_CORES = 4
export LEC_CHECK = 1
export CORE_UTILIZATION = 50
export SYNTH_HDL_FRONTEND = slang
</file>
<file path="constraint.sdc">
current_design lab7

set clk_period 6.9
set clk_io_pct 0.2

create_clock -name clk0 -period $clk_period [get_ports {clk}]

set non_clock_inputs [all_inputs -no_clocks]
set_input_delay [expr $clk_period * $clk_io_pct] -clock clk0 $non_clock_inputs
set_output_delay [expr $clk_period * $clk_io_pct] -clock clk0 [all_outputs]
</file>
<file path="design.v">
module lab7(
    input logic write,
    input logic [3:0] num,
    input logic [2:0] sel,
    input logic clk,
    input logic reset,
    output logic [7:0] anode,
    output logic [6:0] cathodes
);
    logic [3:0] mem [7:0];
    logic [16:0] counter800HZ;
    logic [2:0] counter100HZ;
    always_ff @(posedge clk or posedge reset) begin
        if (reset)
            counter800HZ <= 0;
        else if (counter800HZ == 17'd131071)
            counter800HZ <= 0;
        else
            counter800HZ <= counter800HZ + 1;
    end
    always_ff @(posedge counter800HZ[16] or posedge reset) begin
        if (reset)
            counter100HZ <= 0;
        else
            counter100HZ <= counter100HZ + 1;
    end
    always_ff @(posedge clk or posedge reset) begin
        if (reset)
            mem <= '{default: 0};
        else if (write)
            mem[sel] <= num;
    end
    logic [2:0] new_sel;
    always_comb begin
        if (write)
            new_sel = sel;
        else
            new_sel = counter100HZ;
    end
    always_comb begin
        case(new_sel)
            3'b000 : anode = 8'b11111110;
            3'b001 : anode = 8'b11111101;
            3'b010 : anode = 8'b11111011;
            3'b011 : anode = 8'b11110111;
            3'b100 : anode = 8'b11101111;
            3'b101 : anode = 8'b11011111;
            3'b110 : anode = 8'b10111111;
            3'b111 : anode = 8'b01111111;
        endcase
    end
    always_comb begin
        case(mem[new_sel])
            4'b0000 : cathodes = 7'b0000001;
            4'b0001 : cathodes= 7'b1001111;
            4'b0010 : cathodes = 7'b0010010;
            4'b0011 : cathodes = 7'b0000110;
            4'b0100 : cathodes = 7'b1001100;
            4'b0101 : cathodes = 7'b0100100;
            4'b0110 : cathodes = 7'b0100000;
            4'b0111 : cathodes = 7'b0001111;
            4'b1000 : cathodes = 7'b0000000;
            4'b1001 : cathodes= 7'b0000100;
            4'b1010 : cathodes = 7'b0001000;
            4'b1011 : cathodes = 7'b1100000;
            4'b1100 : cathodes = 7'b0110001;
            4'b1101 : cathodes = 7'b1000010;
            4'b1110 : cathodes = 7'b0110000;
            4'b1111 : cathodes = 7'b0111000;
        endcase
    end
endmodule
</file>
<file path="run.sh">
#!/bin/bash
# OpenROAD 26Q1-2900-gdf79404cd8, Yosys 0.63+post, stock flow scripts
make -C /OpenROAD-flow-scripts/flow DESIGN_CONFIG=/design/flow/config.mk WORK_HOME=/design/flow/orfs finish
</file>
==> impl_metrics.prom <==
# HELP chip_impl_metric Physical implementation figures
# TYPE chip_impl_metric gauge
chip_impl_metric{name="finalHoldWorstSlack",unit="ns"} 0.502
chip_impl_metric{name="syn-mean-instance-area",unit="um2"} 11.3
chip_impl_info{name="worst_path_dominant_cell_family",value="buffers and inverters"} 1
chip_impl_metric{name="layout-area-overhead-vs-synth",unit="%"} 13.7
chip_impl_info{name="setup.worst_path.end_class",value="output port"} 1
chip_impl_metric{name="unclocked_regs",unit=""} 3
chip_impl_metric{name="drc",unit=""} 0
chip_impl_metric{name="stage_log_warnings",unit=""} 31
chip_impl_info{name="min_delay_worst_endpoint",value="counter800HZ[0]"} 1
chip_impl_metric{name="path_clk_slew",unit="ns"} 0.09
chip_impl_metric{name="via_count",unit=""} 1930
chip_impl_metric{name="final_worst_path_cycle_share",unit=""} 0.921
chip_impl_metric{name="critPathBufInv",unit=""} 3
chip_impl_metric{name="finalWorstPathRequiredPeriod",unit="ns"} 6.35
chip_impl_metric{name="unconstrained_endpoints",unit=""} 3
chip_impl_metric{name="yosys_warnings",unit=""} 0
chip_impl_metric{name="setup_viol",unit=""} 0
chip_impl_metric{name="postSynthRegisterBits",unit=""} 52
chip_impl_info{name="timing.critical_path.mode_cell",value="sky130_fd_sc_hd__clkdlybuf4s50_1"} 1
chip_impl_metric{name="cap_viol_max_count",unit=""} 0
chip_impl_metric{name="drt-pass1-iter-count",unit=""} 4
chip_impl_info{name="setup.worst_path.start_class",value="input port"} 1
chip_impl_metric{name="die.size.x",unit="um"} 76.7
chip_impl_info{name="r2r-end",value="counter800HZ[3]"} 1
chip_impl_metric{name="core",unit="um2"} 5240
chip_impl_metric{name="clock.fmax",unit="MHz"} 157
chip_impl_metric{name="critPathArrivalTime",unit="ns"} 4.97
chip_impl_metric{name="critPathMaxFanout",unit=""} 15
chip_impl_metric{name="drive_gt1_frac",unit=""} 0.196
chip_impl_metric{name="worst_path_largest_cell_delay",unit="ns"} 0.79
chip_impl_metric{name="number_of_global_route_vias_before_repair",unit=""} 1821
chip_impl_metric{name="drt-vias-per-instance",unit=""} 5.66
chip_impl_metric{name="timing.critical_path.required",unit="ns"} 5.52
chip_impl_metric{name="cts_buffers",unit=""} 5
chip_impl_metric{name="grt_antenna_before_repair",unit=""} 0
chip_impl_info{name="final_layout_top_logic_cells",value="sky130_fd_sc_hd__dfrtp_1, sky130_fd_sc_hd__mux2_2, sky130_fd_sc_hd__clkdlybuf4s50_1"} 1
chip_impl_metric{name="synth.yosys.num_cells",unit=""} 247
chip_impl_metric{name="place_worst_setup_slack",unit="ns"} 0.582
chip_impl_metric{name="xor_xnor_fraction_of_synth_area",unit=""} 0.0440
chip_impl_info{name="flop_cell",value="sky130_fd_sc_hd__dfrtp_1"} 1
chip_impl_metric{name="number_of_synthesized_flops_with_an_enable_pin",unit=""} 0
chip_impl_metric{name="drt.antenna.violating_nets",unit=""} 0
chip_impl_metric{name="post-cts-setup-buffer-count",unit=""} 0
chip_impl_metric{name="clock_insertion_delay_worst_skew",unit="ns"} 0.30
chip_impl_info{name="synthTopLogicFamily",value="multiplexers"} 1
chip_impl_metric{name="wirelength",unit="um"} 5470
chip_impl_metric{name="holdPathStages",unit=""} 1
chip_impl_metric{name="place_hpwl",unit="um"} 3860
chip_impl_metric{name="synthAdderAreaFrac",unit=""} 0.0449
chip_impl_metric{name="setup_tns",unit="ns"} 0
chip_impl_metric{name="synthSimpleGateAreaFrac",unit=""} 0.143
chip_impl_metric{name="worst_case_clock_skew",unit="ns"} 0.00129
chip_impl_metric{name="globalplace.congestion",unit=""} 0.820
chip_impl_info{name="hold_wc_startpoint",value="counter800HZ[0]"} 1
chip_impl_metric{name="groute.usage.overall",unit=""} 0.212
chip_impl_metric{name="r2r.worst_path.cells",unit=""} 7
chip_impl_metric{name="slew_headroom",unit=""} 0.438
chip_impl_metric{name="floorplanUtilization",unit=""} 0.532
chip_impl_metric{name="mappedNetlistArea",unit="um2"} 2790
chip_impl_metric{name="pin_count",unit=""} 25
chip_impl_metric{name="hold_viol_final",unit=""} 0
chip_impl_metric{name="final.fill_count",unit=""} 447
chip_impl_metric{name="ys_area",unit="um2"} 2790
chip_impl_metric{name="final_max_slew_viol_count",unit=""} 0
chip_impl_metric{name="placement_rows",unit=""} 26
chip_impl_metric{name="worst_ir_drop_vdd",unit="mV"} 0.151
chip_impl_metric{name="syn_inst_count",unit=""} 247
chip_impl_metric{name="n_antenna_cell",unit=""} 0
chip_impl_metric{name="finalPower",unit="uW"} 714
chip_impl_metric{name="cts.path.max_buffers",unit=""} 2
chip_impl_metric{name="synth-async-reset-ratio",unit=""} 1.00
chip_impl_info{name="hold_path_class",value="reg2reg"} 1
chip_impl_info{name="rsz0062_at_grt",value="no"} 1
chip_impl_info{name="timing_worst_setup_path_type",value="in2out"} 1
chip_impl_metric{name="reg2reg_setup_slack",unit="ns"} 4.75
chip_impl_metric{name="largest_net_degree_at_the_start_of_global_routing",unit=""} 53
chip_impl_metric{name="power.density_cell_area",unit="nW/um2"} 225
chip_impl_metric{name="routed-wl-met2",unit="um"} 2270
chip_impl_metric{name="ctsHoldBuffers",unit=""} 0
chip_impl_info{name="highest-signal-layer",value="met4"} 1
chip_impl_info{name="cts_root_buffer",value="sky130_fd_sc_hd__clkbuf_8"} 1
chip_impl_info{name="result_of_the_run",value="complete, no violations"} 1
chip_impl_metric{name="post_synth_mux_area_share",unit=""} 0.207
chip_impl_info{name="crit_path_cell_trace",value="clkdlybuf4s50_1 -> nand2b_1 -> and2_1 -> mux4_2 -> a22oi_1 -> inv_1 -> ha_1 -> or3_1 -> o211ai_1 -> clkdlybuf4s50_1"} 1
chip_impl_metric{name="final_critical_path_setup_slack",unit="ns"} 0.546
chip_impl_metric{name="drt_iter0_drc",unit=""} 190
chip_impl_metric{name="die-height",unit="um"} 76.7
chip_impl_metric{name="grt_pass1_wl",unit="um"} 9400
chip_impl_metric{name="post_synth_num_cell_types",unit=""} 41
chip_impl_metric{name="cellLeakagePower",unit="uW"} 0.00141
chip_impl_info{name="slowest_cell_on_the_critical_path",value="sky130_fd_sc_hd__clkdlybuf4s50_1"} 1
chip_impl_metric{name="worst_margin_slew",unit="ns"} 0.842
chip_impl_metric{name="post_cts_resized",unit=""} 0
chip_impl_metric{name="dieArea",unit="um2"} 5880
chip_impl_metric{name="route.detailed.wl_per_inst",unit="um"} 16.1
chip_impl_metric{name="wl_met1",unit="um"} 2920
chip_impl_metric{name="met3WireLength",unit="um"} 240
chip_impl_info{name="cts_tree",value="built"} 1
chip_impl_metric{name="ys_seq_share",unit=""} 0.467
chip_impl_metric{name="yosys.area_share.aoi",unit=""} 0.0692
chip_impl_info{name="rr_startpoint",value="counter800HZ[0]"} 1
chip_impl_metric{name="cts-htree-levels",unit=""} 2
chip_impl_info{name="lay_top_count",value="sky130_fd_sc_hd__dfrtp_1"} 1
chip_impl_metric{name="port_buffers",unit=""} 24
chip_impl_metric{name="global_route.overflow_total",unit=""} 0
power breakdown:
group | switching (uW) | internal (uW) | total, uW
combinational | 82.0 | 118 | 200
sequential | 21.1 | 328 | 349
clock | 93.9 | 70.2 | 164
worst max-delay path by stage:
stage,startpoint,cells after the start,slack (ns),end
CTS,write,10,0.57,cathodes[2]
global route,write,10,0.23,cathodes[2]
finish,write,10,0.55,cathodes[2]
kinds of logic (layout without fill, tap and decap cells):
| group | Yosys count | count (layout) |
|---|---|---|
| and+or+nand+nor | 78 | 78 |
| DFF | 52 | 52 |
| muxes | 50 | 50 |
| AOI/OAI and AO/OA | 27 | 27 |
| buffers and inverters | 16 | 40 |
| xor gates and xnor gates | 14 | 14 |
| adders and majority gates | 10 | 10 |
flip-flops by register name, summed over array words and instances (netlist names):
register	count
counter100HZ	3
counter800HZ	17
mem	32
synth_stat cells (4+ instances only):
cell / number / area, um2
sky130_fd_sc_hd__and3_1: 4 / 25.0
sky130_fd_sc_hd__a21oi_1: 8 / 40.0
sky130_fd_sc_hd__ha_1: 10 / 125
sky130_fd_sc_hd__or3_1: 4 / 25.0
sky130_fd_sc_hd__xor2_1: 10 / 87.6
sky130_fd_sc_hd__xnor2_1: 4 / 35.0
sky130_fd_sc_hd__inv_1: 7 / 26.3
sky130_fd_sc_hd__mux2i_1: 11 / 110
sky130_fd_sc_hd__nand3_1: 11 / 55.1
sky130_fd_sc_hd__nand2b_1: 4 / 25.0
sky130_fd_sc_hd__mux2_2: 36 / 405
sky130_fd_sc_hd__clkbuf_1: 5 / 18.8
sky130_fd_sc_hd__dfrtp_1: 52 / 1300
sky130_fd_sc_hd__nand2_1: 20 / 75.1
sky130_fd_sc_hd__nor2_1: 17 / 63.8
per-stage QoR:
| stage | utilization | instance area, um2 | std cells |
|---|---|---|---|
| floorplan | - | 2790 | 247 |
| global placement | 0.589 | 3080 | 334 |
| CTS | 0.605 | 3170 | 341 |
| global route | 0.605 | 3170 | 341 |
| finish | 0.605 | 3170 | 341 |
| detailed placement | 0.589 | 3080 | 334 |
per-layer routing:
metal,global-route usage,up-vias
li1,-,931
met1,0.395,954
met2,0.285,41
met3,0.0351,4
met4,0.0154,0
met5,0,-
layout make-up:
cell class	instances	area [um2]	share of cell area
sequential	52	1300	0.411
clock inverter	2	13.8	0.00435
timing repair buffer	26	255	0.0806
clock buffer	5	68.8	0.0217
multi-input combinational	179	1410	0.446
tap	70	87.6	0.0277
inverter	7	26.3	0.00830
No activity file was given, so power comes from the tool's default toggle rates.
