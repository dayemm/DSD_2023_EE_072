File: /design/flow/design.v
module lab5_behav(
    input logic [3:0] num,   
    input logic [2:0] sel,   
    output logic [7:0] seg,    
    output logic sega,
    output  logic segb,
    output  logic segc,
    output logic segd,
    output  logic sege,
    output  logic segf ,
    output logic segg
);
always_comb begin
    case(num)
        4'b0000 : {sega,segb,segc,segd,sege,segf,segg} = 7'b0000001;
        4'b0001 : {sega,segb,segc,segd,sege,segf,segg} = 7'b1001111;
        4'b0010 : {sega,segb,segc,segd,sege,segf,segg} = 7'b0010010;
        4'b0011 : {sega,segb,segc,segd,sege,segf,segg} = 7'b0000110;
        4'b0100 : {sega,segb,segc,segd,sege,segf,segg} = 7'b1001100;
        4'b0101 : {sega,segb,segc,segd,sege,segf,segg} = 7'b0100100;
        4'b0110 : {sega,segb,segc,segd,sege,segf,segg} = 7'b0100000;
        4'b0111 : {sega,segb,segc,segd,sege,segf,segg} = 7'b0001111;
        4'b1000 : {sega,segb,segc,segd,sege,segf,segg} = 7'b0000000;
        4'b1001 : {sega,segb,segc,segd,sege,segf,segg} = 7'b0000100;
        4'b1010 : {sega,segb,segc,segd,sege,segf,segg} = 7'b0001000;
        4'b1011 : {sega,segb,segc,segd,sege,segf,segg} = 7'b1100000;
        4'b1100 : {sega,segb,segc,segd,sege,segf,segg} = 7'b0110001;
        4'b1101 : {sega,segb,segc,segd,sege,segf,segg} = 7'b1000010;
        4'b1110 : {sega,segb,segc,segd,sege,segf,segg} = 7'b0110000;
        4'b1111 : {sega,segb,segc,segd,sege,segf,segg} = 7'b0111000;
    endcase
end
    always_comb begin
        case(sel)
            3'b000 : seg = 8'b11111110;
            3'b001 : seg = 8'b11111101;
            3'b010 : seg = 8'b11111011;
            3'b011 : seg = 8'b11110111;
            3'b100 : seg = 8'b11101111;
            3'b101 : seg = 8'b11011111;
            3'b110 : seg = 8'b10111111;
            3'b111 : seg = 8'b01111111;
    endcase
end
endmodule
File: /design/flow/run.sh
#!/bin/bash
# OpenROAD 26Q1-2900-gdf79404cd8, Yosys 0.63+post, stock flow scripts
make -C /OpenROAD-flow-scripts/flow DESIGN_CONFIG=/design/flow/config.mk WORK_HOME=/design/flow/orfs finish
File: /design/flow/config.mk
export PLATFORM = sky130hd
export DESIGN_NAME = lab5_behav
export DESIGN_NICKNAME = lab5_behav
export VERILOG_FILES = /design/flow/design.v
export SDC_FILE = /design/flow/constraint.sdc
export NUM_CORES = 4
export LEC_CHECK = 1
export CORE_AREA = 10 10 70 70
export DIE_AREA = 0 0 80 80
export SYNTH_HDL_FRONTEND = slang
File: /design/flow/constraint.sdc
current_design lab5_behav

set clk_period 1.2
set clk_io_pct 0.2

create_clock -name clk0 -period $clk_period

set non_clock_inputs [all_inputs -no_clocks]
set_input_delay [expr $clk_period * $clk_io_pct] -clock clk0 $non_clock_inputs
set_output_delay [expr $clk_period * $clk_io_pct] -clock clk0 [all_outputs]
==> writeup.txt <==
For the placed instance count, the log shows 115. The first global-routing pass estimated 2.08 mm of wire. The warning tally printed by Yosys for this design is 0. The critical-path cell with the highest stage delay is sky130_fd_sc_hd__or3b_1. The slew of the pin with the lowest slew margin is 0.135 ns. With the leakage power at 0.360 nW, the global-route usage over all layers is 0.0381. The synthesis run shows the most used standard cells to be sky130_fd_sc_hd__ha_1, sky130_fd_sc_hd__nor2_1, sky130_fd_sc_hd__mux2i_1. The post-layout worst setup margin was -0.320 ns; the number of port buffers was 22. With the total tool warning count at 41, the design internal power is 0.147 mW. The final weighted congestion recorded by global placement is 0.812. The max-slew headroom at the worst pin is 0.907, and the average vias per placed instance is 3.39.

The synthesis report lists the most area-consuming cells as sky130_fd_sc_hd__ha_1, sky130_fd_sc_hd__mux2i_1, sky130_fd_sc_hd__mux4_1. The net switching fraction of the power was 0.393; the worst hold slack after final layout was 0.784 ns. Per the post-route antenna check, the number of violating nets is 0. The critical path endpoint has a required time of 0.96 ns.

22 I/O pins were placed. The run gives 146% for the area growth from synthesis to layout. The run gives 0.00342 mm² as the area of the core region. The run finished, with violations left. Once detailed placement completed, the half-perimeter wirelength came to 985 µm. For the post-cts hold-fix buffer tally, the log shows 0. Yosys stat counts 41 cells in the synthesized netlist. Most instantiated library cell after synthesis: sky130_fd_sc_hd__ha_1.

The die covers 0.00640 mm². The run gives 0.240 for the utilization after layout. The post-synthesis instance total was 41; the power per unit of standard cell area was 295 mW/mm². The run gives 0 as the sum of overflow across all layers after global routing. The routed design has 1.30 mm of wire. The critical path depth came out at 7. Category of cells accounting for the largest share of critical-path delay: simple AND/OR/NAND/NOR gates. The run gives 334 µm² for the combined area of all synthesized cells.

The worst setup path is of the input port to output port kind. The last timing report of the flow puts the setup violation total at 7. The width of the chip came out at 80 µm. The critical path goes through buf_8, buf_6, ha_4, and2b_2, or3b_1, o21ai_1, buf_2. In the Yosys stats the netlist draws on 19 distinct library cells.

The switching component of the power was reported as 0.0953 mW. Number of antenna violations at the first check in global routing: 0. The floorplan-stage core utilization is 0.0978. The total power is 0.242 mW. The iteration count recorded for the first detailed-route pass is 2.

The layout report lists the combined flip-flop and latch area as 0 µm². The chip area from the yosys synthesis statistics was 334 µm²; the worst path arrival time was 1.28 ns. The routed design shows a wire length per standard cell of 10.4 µm. Per the detail_route report, DRC violations left total 0.

The run gives 424 for the detailed-route via count. The run gives 0 as the number of max-slew violations in the final report. The portion of the post-synthesis area used by sequential elements is 0. Setup repair after global routing could not meet its margin everywhere.

The run gives 425 for the via count of the first global-routing pass. Cell type with the largest total area after synthesis: sky130_fd_sc_hd__ha_1. STA classifies the critical path startpoint as an input port.

The run gives 0 for the share of power burned in the clock network. The flip-flop and latch count was 0; the top fanout value on the critical path was 4. The checks that failed: setup timing. In this run the worst hold path is classified as input port to output port. Once iteration 0 of detailed routing completed, the report listed 10 DRC markers.

The portion of total power attributed to combinational logic was 1.000; the delay of the slowest cell on the worst path was 0.34 ns. Count of inserted antenna diode cells: 0. The worst setup path is captured at an output port.

The minimum clock period after layout was 1.52 ns. The count of clock-net buffers in the final layout is 0, and the fraction of layout cells with a size suffix above 1 is 0.646. Along the critical path, the tally of buffer and inverter instances is 3. At the placement stage, the worst setup path has a slack of -1.24 ns. Fraction of post-synthesis cell area in the top cell type by area: 0.262. Fmax: 658 MHz.

Entering global routing, the biggest net connects 9 pins. Counting endpoints that fail hold in the final report gives 0. Across the run, the number of max-cap violations was 0.

The worst voltage drop across the vdd grid was 0.0000866 V. The worst hold path stage count is 3. Measured along the y axis, the die boundary spans 80 µm. The final period utilization came out at 1.27. A synthesized cell averages 8.15 µm². The part of the total power dissipated in sequential elements is 0. The run gives 21 for the number of rows in the core area. Excluding fillers, the count of instances in the completed layout stands at 125.
[final timing paths]
| kind | start | slack (ns) | to |
|---|---|---|---|
| min | sel[0] | 0.78 | seg[0] |
| max | num[0] | -0.32 | sega |
[power by group through the flow]
stage                 combinational (mW)  sequential (mW)  clock [mW]
after CTS                          0.220                0           0
after global routing               0.269                0           0
final                              0.242                0           0
[through the flow]
stage | area, µm² | setup TNS (ns)
after floorplan | 377 | -0.0168
after global placement | 698 | -12.01
after detailed placement | 698 | -12.14
after CTS | 761 | -2.08
after global routing | 821 | -1.83
final | 821 | -1.44
[cell type report]
type,instances,area [µm²]
Multi-Input combinational cell,36,400
Timing Repair Buffer,40,334
Inverter,3,28.8
Fill cell,372,2590
Tap cell,46,57.6
[cell families (layout without fill, tap and decap cells)]
| group | Yosys count | after routing | share of synthesized area |
|---|---|---|---|
| and+or+nand+nor | 17 | 17 | 0.296 |
| AOI/OAI and AO/OA | 6 | 6 | 0.127 |
| buffers and inverters | 5 | 43 | 0.0824 |
| adders and majority gates | 7 | 7 | 0.262 |
| muxes | 6 | 6 | 0.232 |
[layer usage]
layer	share of wire	up-vias	GRT usage
met2	0.45	8	0.0578
met1	0.48	190	0.0568
met4	0	0	0
met5	0	-	0
li1	-	226	-
met3	0.063	0	0.00795
[tightest hold or removal path, stage by stage]
cell,delay [ns]
sky130_fd_sc_hd__buf_4,0.12
sky130_fd_sc_hd__or3_1,0.10
sky130_fd_sc_hd__buf_2,0.08
[cell usage in the layout, fill, tap and decap left out, types with 3 or more instances in the layout]
cell type / count
sky130_fd_sc_hd__nand3b_1: 3
sky130_fd_sc_hd__nor2_1: 3
sky130_fd_sc_hd__buf_2: 11
sky130_fd_sc_hd__mux2i_1: 4
sky130_fd_sc_hd__dlygate4sd2_1: 5
sky130_fd_sc_hd__ha_4: 6
sky130_fd_sc_hd__buf_4: 14
sky130_fd_sc_hd__buf_6: 4
[repair_timing]
action | in CTS | in global routing
buffers inserted | 10 | 2
setup endpoints to repair | 15 | 10
pin swaps | 10 | 6
gates resized | 78 | 13
Power and IR drop assume default switching activity.
